==> design.v <==
`timescale 1ns / 1ps
module vending_machine(input clk, reset, coin_in_en, coin_val, output reg pencil_out,output reg [2:0] extra_money
    );
    reg [2:0] state ,nextstate;
    wire [2:0] idle = 0;
    wire [2:0] five = 1;
    wire [2:0] ten = 2;
    wire [2:0] fifteen = 3;
    wire [2:0] twenty = 4;
    always@(posedge clk or posedge reset)
    begin
    if(reset) 
    state = idle;
    else 
    state=nextstate;
    end
    always@(*)
    begin
    case(state)
    idle: begin
    pencil_out = 0;
    extra_money = 0;
    if(coin_in_en)
    case(coin_val)
    0: nextstate = five;
    1: nextstate = ten;
    default: nextstate=idle;
    endcase
    else nextstate = idle;
    end
    five: begin
        pencil_out = 0;
        extra_money = 0;
        if(coin_in_en)
        case(coin_val)
        0: nextstate = ten;
        1: nextstate = fifteen;
        default: nextstate=five;
        endcase
        else nextstate = five;
        end
     ten: begin
            pencil_out = 0;
            extra_money = 0;
            if(coin_in_en)
            case(coin_val)
            0: nextstate = fifteen;
            1: nextstate = twenty;
            default: nextstate=ten;
            endcase
            else nextstate = ten;
            end
      fifteen: begin
                pencil_out = 1;
                extra_money = 0;
                nextstate = idle;
                end
   twenty: begin
                                pencil_out = 1;
                                extra_money = 5;
                                nextstate = idle;
                                end
    default: begin
    pencil_out=0;
    extra_money=0;
    nextstate=idle;
    end
    endcase
    end
endmodule
==> run.sh <==
#!/bin/bash
# OpenROAD 26Q1-2900-gdf79404cd8, Yosys 0.63+post, stock flow scripts
make -C /OpenROAD-flow-scripts/flow DESIGN_CONFIG=/design/flow/config.mk WORK_HOME=/design/flow/orfs finish
==> config.mk <==
export PLATFORM = sky130hd
export DESIGN_NAME = vending_machine
export DESIGN_NICKNAME = vending_machine
export VERILOG_FILES = /design/flow/design.v
export SDC_FILE = /design/flow/constraint.sdc
export NUM_CORES = 4
export LEC_CHECK = 1
export CORE_AREA = 10 10 70 70
export DIE_AREA = 0 0 80 80
==> constraint.sdc <==
current_design vending_machine

set clk_period 1.0
set clk_io_pct 0.2

create_clock -name clk0 -period $clk_period [get_ports {clk}]

set non_clock_inputs [all_inputs -no_clocks]
set_input_delay [expr $clk_period * $clk_io_pct] -clock clk0 $non_clock_inputs
set_output_delay [expr $clk_period * $clk_io_pct] -clock clk0 [all_outputs]
==> git commit body <==
Store results of the implementation flow

- After detailed placement, the design holds a cell count of 77.
- Per the timing report, the achievable frequency comes out to 782 MHz.
* Number of inserted diodes: 0
- FF-to-FF setup slack: 60 ps
* Core utilization at floorplan: 6.92%
- Fill cell instance count of the final layout: 395
- Die boundary height: 80 um
- In this run the standard cell core region covers 3420 um2.
- Tool warning count: 27
- RePlAce ended its routability-driven mode at a weighted congestion of 0.799.
- Count of synthesis-stage warnings from yosys: 1
- Area of the synthesized netlist per yosys stat: 236 um2
- Maximum VDD drop: 463 uV
- After synthesis, the design contains 24 cells according to Yosys.
- Outcome: finished with violations
* Share of the clock period used by the worst path: 128%
* Clk buf depth: 2
- Gate count of the mapped netlist: 24
* Final number of max-transition violations: 0
- Worst reg2reg path startpoint: state[0]
- Setup slack on the worst path after placement came out at -518 ps.
- Across all hold checks on the routed design, the worst slack comes to 155 ps.
* Clock tree root driver cell: clkbuf_4
- STA puts the critical path data arrival time at 1080 ps.
- Synthesized area: 236 um2
* Layout Cells excl Fill: 81
* Final WL: 550 um
* Maximum Capacitance Violations: 0
- TritonCTS built the clock tree.
- First-pass iteration count of the detailed router: 3
- Crit path capture type: output port
* Final Worst Setup Slack: -279 ps
- The initial antenna violation count came to 0.
* Maximum fanout along the worst path: 3
* Antenna Violating Nets Remaining: 0
- Looking at the reg2reg group, the worst path ends at state[2].
- The number of global-route vias before repair was 217.
* Level count of the clock H-tree: 1
* Flip-flop count of the largest register, all copies and words added: 5
- Per the final layout report, the fraction of cells sized above drive strength 1 comes to 42.9%.
- Length in cells of the worst reg-to-reg path: 3
* Logic area: 113 um2
- Setup repair after global routing missed its margin: true
- Number of core rows: 21
- The finished layout reports a core utilization of 11.9%.
* Number of setup violations in the final report: 3
- The tree built by TritonCTS fans out to 5 sinks.
- Overall routing resource usage recorded by global route was 2.02%.
* Port bufs: 6
- Entering global routing, the biggest net connects 8 pins.
- Required time worst endpoint: 800 ps
- Per the detail_route report, DRC violations left total 0.
- For this design the static power due to leakage is 0.000170 uW.
- Wire length of the first global-routing pass: 1030 um
- STA classifies the critical path startpoint as a flop.
- Violations in the final reports: negative setup slack
- The routed design shows a wire length per standard cell of 6.79 um.
- Buffers inserted by post-CTS timing repair: 0
- Flip-flop and latch count after synthesis: 5
- Global-route congestion overflow total: 0
* I/O pins: 8
- Detailed-route vias per instance: 2.41
* Unique cell type count in the Yosys netlist: 15
- Classification of the worst setup path: reg2out
- Syn_area_per_cell: 9.85 um2
- According to the hold report, the worst path is of the in2async type.
- The skew report gives the latency at the later pin of the worst-skew pair as 240 ps.
- Die X-Extent: 80 um
- Clock tree skew after final layout: 3.02 ps
* DR iter-0 viols: 13
* Via count: 195
* Die footprint: 6400 um2
- Total clock buffers created by CTS: 3
- Once detailed placement completed, the half-perimeter wirelength came to 407 um.
* Register area: 128 um2
- Setup total negative slack on the finished layout was measured at -794 ps.
- Worst-path clk slew: 40 ps
- Total power normalized to cell area comes to 1550 nW/um2.
* Post-layout minimum cycle time: 1280 ps
* Area growth from synthesis to layout: 72.0%
* Number of endpoints with negative hold slack in the final report: 0
* Sequential area share after synthesis: 53.4%
-- cell usage in the layout (no fill, tap or decap), types with 2 or more instances in the layout --
master	synthesis	final
buf_4	2	2
nor2_1	2	2
dfrtp_1	4	3
inv_1	3	3
clkdlybuf4s50_1	0	3
clkbuf_4	0	3
mux2i_1	2	2
buf_2	0	3
-- synth_stat cells --
cell type / instances / area, um2
nor2b_1: 1 / 6.26
nand2b_1: 1 / 6.26
nor2_1: 2 / 7.51
dfstp_2: 1 / 26.3
conb_1: 1 / 3.75
o21ai_0: 1 / 5.00
nand2_1: 1 / 3.75
and3_2: 1 / 7.51
o22ai_1: 1 / 6.26
nor4_1: 2 / 12.5
inv_1: 3 / 11.3
dfrtp_1: 4 / 100
a21oi_1: 1 / 5.00
buf_4: 2 / 15.0
mux2i_1: 2 / 20.0
-- how the worst max path moves through the flow --
stage     startpoint             end  slack, ps  cells after the start
4_1_cts     state[4]  extra_money[2]       -390                      3
5_1_grt     state[3]      pencil_out       -340                      2
6_report    state[3]      pencil_out       -280                      2
-- power breakdown --
part	switching (uW)	leakage, uW	internal [uW]	total [uW]
clock	78.0	0.0000150	151	229
sequential	36.0	0.0000606	238	274
combinational	51.9	0.0000947	76.4	128
-- cells by family after synthesis --
| kind of cell | share of synthesized area [%] |
|---|---|
| flip-flops | 53.4 |
| other | 1.59 |
| multiplexers | 8.47 |
| buffers and inverters | 11.1 |
| AND/OR/NAND/NOR | 18.5 |
| AND-OR/OR-AND | 6.88 |
-- stage by stage --
| step | total power (uW) | area (um2) |
|---|---|---|
| after detailed placement | 375 | 362 |
| after global routing | 695 | 407 |
| after global placement | 371 | 362 |
| final | 631 | 407 |
| after CTS | 630 | 395 |
| after floorplan | 307 | 236 |
-- per-layer routing --
layer / wire (um) / vias to the layer above / GRT usage, %
met5: 0 / - / 0
met4: 19 / 0 / 0.704
met3: 75 / 2 / 1.70
met2: 206 / 11 / 2.65
met1: 249 / 84 / 2.34
li1: - / 98 / -
-- what timing repair did --
item                                    CTS  global route
pin swaps                                 2             3
gates cloned                              0             0
endpoints found under the setup margin    3             5
resized                                  12             4
hold buffers                              0             0
-- final cells by class --
class | instances | share of cell area [%]
Inverter | 3 | 2.77
Clock buffer | 4 | 6.46
Multi-Input combinational cell | 14 | 27.7
Timing Repair Buffer | 9 | 17.5
Sequential cell | 5 | 31.4
Tap cell | 46 | 14.2
-- worst max-delay path, stage by stage, from the launching register on --
cell and delay (ps):
dfrtp_2 430, nor4_2 280, buf_2 140
Power is estimated from default activity; no workload was simulated.
